==> flow/design.v <==
module FA(s, Carry_out, x, y, Carry_in);
input x, y, Carry_in;
output s, Carry_out;
wire s1, c1, c2;
HA HA_1(.s(s1), .c(c1), .x(x), .y(y));
HA HA_2(.s(s), .c(c2), .x(Carry_in), .y(s1));
or (Carry_out, c1, c2);
endmodule
module HA(s, c, x, y);
input x, y;
output s, c;
xor (s, x, y);
and (c, x, y);
endmodule
module RCA(s, Carry_out, x, y, Carry_in);
input  [7:0] x, y;
output [7:0] s;
input  Carry_in;
output Carry_out;
wire c1,c2,c3,c4,c5,c6,c7;
FA FA_0(s[0],c1,x[0],y[0],Carry_in);
FA FA_1(s[1],c2,x[1],y[1],c1);
FA FA_2(s[2],c3,x[2],y[2],c2);
FA FA_3(s[3],c4,x[3],y[3],c3);
FA FA_4(s[4],c5,x[4],y[4],c4);
FA FA_5(s[5],c6,x[5],y[5],c5);
FA FA_6(s[6],c7,x[6],y[6],c6);
FA FA_7(s[7],Carry_out,x[7],y[7],c7);
endmodule
==> flow/run.sh <==
#!/bin/bash
# OpenROAD 26Q1-2900-gdf79404cd8, Yosys 0.63+post, stock flow scripts
make -C /OpenROAD-flow-scripts/flow DESIGN_CONFIG=/design/flow/config.mk WORK_HOME=/design/flow/orfs finish
==> flow/config.mk <==
export PLATFORM = sky130hd
export DESIGN_NAME = RCA
export DESIGN_NICKNAME = RCA
export VERILOG_FILES = /design/flow/design.v
export SDC_FILE = /design/flow/constraint.sdc
export NUM_CORES = 4
export LEC_CHECK = 1
export CORE_AREA = 10 10 70 70
export DIE_AREA = 0 0 80 80
==> flow/constraint.sdc <==
current_design RCA

set clk_period 6.2
set clk_io_pct 0.2

create_clock -name clk0 -period $clk_period

set non_clock_inputs [all_inputs -no_clocks]
set_input_delay [expr $clk_period * $clk_io_pct] -clock clk0 $non_clock_inputs
set_output_delay [expr $clk_period * $clk_io_pct] -clock clk0 [all_outputs]
==> reports/results.ini <==
[outcome]
outcome = completed

[logic_synthesis]
seq_area_frac_synth = 0
synth_cell_type_count = 3
syn_area_um2 = 250
syn_avg_cell_area_um2 = 10.4
ys.warnings.count = 0
yosysCellCount = 24
netlist_instances = 24
ys_area_um2 = 250

[finish]
design_area_um2 = 523
logic_area_um2 = 178
fillerInstances = 394
regArea_um2 = 0
drive_gt1_frac = 0.190
syn2layout_area_growth_pct = 109
flop-count = 0
clockBufferCount = 0

[drt]
drtAntennaViolNets = 0
vias = 213
viasPerCell = 2.42
dr.pass1.iters = 2
drc_errors = 0
finalWirelength_um = 765
num_antenna_cells = 0
drtIter0Drc = 1
wl_per_cell_um = 8.69

[setup_path]
cp-start-kind = input port
cp_max_fo = 1
cp_cell_sequence = dlygate4sd2_1 > fa_2 > fa_2 > fa_2 > fa_2 > fa_2 > fa_2 > inv_2 > fa_2 > fa_1 > inv_1 > clkdlybuf4s50_1
arrival_ns = 4.81
cpMostUsedCell = fa_2
critPathCaptureType = output port
max_stage_delay_ns = 0.46
criticalPathCategory = in2out
crit_path_top_delay_cell = clkdlybuf4s50_1
cp.required_ns = 4.96

[die]
io_pins = 26
die_height_um = 80
rows = 21
initial_core_util = 0.0733
dieArea_um2 = 6400
core_area_um2 = 3420
die_w_um = 80

[run]
cap_viol_max_count = 0
tool_warnings = 32

[clock_network]
cts_hold_buf = 0
post_cts_buffers = 0

[global_routing]
grt_overflow_total = 0
grt_use_total = 0.0231
grt_pass1_wl_um = 1180
grt_start_max_net_pins = 2
antenna_found_initial = 0
grt_pass1_vias = 244

[placement]
placed_cell_area_um2 = 508
dpl.hpwl_um = 743
io_buffer_count = 26
gp_congestion = 0.798

[power]
powerDensity_nw_per_um2 = 86.9
ir_drop_mv = 0.0366
cellLeakagePower_uw = 0.000199

[final_timing]
worstMarginPinSlew_ns = 0.104
final_max_slew_viol_count = 0
fin_crit_sh = 0.976
setup_viol_count_final = 0
post-route-min-period_ns = 6.05
rsz0062_at_grt = false
max_slew_margin = 0.930
hold_violations = 0
timing.hold.ws_ns = 3.33
clock.fmax_ghz = 0.165

[hold_path]
min_path_type = in2out

[report_power, final]
| group | switching, uW | internal [uW] | leakage [uW] |
|---|---|---|---|
| clock | 0 | 0 | 0 |
| sequential | 0 | 0 | 0 |
| combinational | 12.5 | 32.9 | 0.000199 |
[metal layers]
metal / up-vias / GRT usage / part of all wire
met1: 96 / 0.0354 / 0.48
met5: - / 0 / 0
li1: 92 / - / -
met3: 0 / 0.0182 / 0.26
met4: 0 / 0 / 0
met2: 25 / 0.0249 / 0.26
[synth_stat cells]
library cell / n / area [um2]
fa_1: 8 / 160
buf_4: 8 / 60.1
inv_1: 8 / 30.0
[final timing paths]
path	cells past startpoint	slack, ns	endpoint	from
worst min-delay path	3	3.33	s[0]	y[0]
worst max-delay path	12	0.15	s[7]	Carry_in
[layout by cell type (no fill, tap or decap), drive strengths merged]
| master | instances |
|---|---|
| clkdlybuf4s15 | 1 |
| clkdlybuf4s50 | 23 |
| dlygate4sd2 | 2 |
| fa | 8 |
| inv | 8 |
[cells by family (layout without fill, tap and decap cells)]
group,Yosys count,in the layout,share of synthesized area
fa+ha+maj,8,8,0.640
buf+inv,16,34,0.360
[layout make-up]
cell class / count / area share
inverter: 8 / 0.0574
multi-input combinational: 8 / 0.340
tap: 46 / 0.110
timing repair buffer: 26 / 0.493
[critical path: cells and delay by family]
kind | cells | cell delay (ns)
fa+ha+maj | 8 | 2.74
buf+inv | 4 | 0.83
[what timing repair did]
item	4_1_cts	5_1_grt
endpoints found under the setup margin	2	1
gates resized	12	0
pin swaps	8	4
cloned	0	0
[stage by stage]
step	std cells	setup slack [ns]	setup TNS, ns	util	power, uW
after floorplan	24	0.659	0	-	21.3
after global placement	88	-0.262	-0.385	0.149	45.0
after detailed placement	88	-0.282	-0.414	0.149	45.3
after CTS	88	0.0156	0	0.153	47.3
after global routing	88	0.0120	0	0.153	51.2
final	88	0.150	0	0.153	45.4
Power is estimated from default activity; no workload was simulated.
