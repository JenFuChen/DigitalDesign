==> run.sh <==
#!/bin/bash
# OpenROAD 26Q1-2900-gdf79404cd8, Yosys 0.63+post, stock flow scripts
make -C /OpenROAD-flow-scripts/flow DESIGN_CONFIG=/design/flow/config.mk WORK_HOME=/design/flow/orfs finish
==> config.mk <==
export PLATFORM = sky130hd
export DESIGN_NAME = alu
export DESIGN_NICKNAME = alu
export VERILOG_FILES = /design/flow/design.v
export SDC_FILE = /design/flow/constraint.sdc
export NUM_CORES = 4
export LEC_CHECK = 1
export CORE_AREA = 10 10 70 70
export DIE_AREA = 0 0 80 80
==> constraint.sdc <==
current_design alu

set clk_period 4.4
set clk_io_pct 0.2

create_clock -name clk0 -period $clk_period

set non_clock_inputs [all_inputs -no_clocks]
set_input_delay [expr $clk_period * $clk_io_pct] -clock clk0 $non_clock_inputs
set_output_delay [expr $clk_period * $clk_io_pct] -clock clk0 [all_outputs]
==> design.v <==
module alu (
    input [3:0] a,b,
    input [2:0]  op,
    output reg[7:0] c
);
always @(*) 
begin
    case(op)
        3'b000:c <= a+b;             
        3'b001:c <= a-b;             
        3'b010:c <= a^b;             
        3'b011:c <= ~(a&b);          
        3'b100:c <=9'b100000000-a;   
        3'b101:c <=9'b100000000-b;   
        3'b110:c <= (( a >= b ) ? a : b );      
        3'b111:c <= b;               
    endcase
end
endmodule
==> summary.rpt <==
FLOW METRICS REPORT
----------------------------------------------------
[Worst hold path]
  HP Start ........................ b[0]
  Class of the tightest hold or removal check ........................ input port to output pin
  Sink of the worst hold path ........................ c[0]
  Number of cells on the worst hold path ........................ 3

[Final timing]
  Setup repair after global routing missed its margin ........................ no
  Final critical-path required period ........................ 4.16 ns
  Pin slew with the least headroom to its limit ........................ 0.303 ns
  Max Transition Viols Final ........................ 0
  Relative max-transition margin ........................ 0.797
  Final worst path period share ........................ 0.946
  Number of endpoints with negative hold slack in the final report ........................ 0
  Worst path setup slack after routing ........................ 0.237 ns
  Setup Total Neg Slack ........................ 0 ns
  Maximum clock rate ........................ 240 MHz
  Setup Viol. Count Final ........................ 0

[Power]
  Pwr/cell area ........................ 114 mW/mm^2
  Pleak ........................ 0.440 nW
  Worst vdd rail ir drop ........................ 21.9 uV

[Logic synthesis]
  Synth top area cells ........................ sky130_fd_sc_hd__ha_1 17%, sky130_fd_sc_hd__xnor2_1 5.9%, sky130_fd_sc_hd__fa_1 5.4%
  Cell count after synthesis ........................ 104
  Synth Seq Share ........................ 0
  Post-synthesis cell type with the largest combined area ........................ sky130_fd_sc_hd__ha_1
  Post-synth top area share ........................ 0.168
  Synthesized cell area ........................ 743 um^2
  Yosys Chip Area ........................ 743 um^2
  Average cell area after synthesis ........................ 7.15 um^2
  Yosys Instances ........................ 104
  Top cells by count, synth ........................ 10 x sky130_fd_sc_hd__ha_1, 10 x sky130_fd_sc_hd__nor2_1, 9 x sky130_fd_sc_hd__inv_1
  Warnings from Yosys ........................ 1
  Distinct cell type count after synthesis ........................ 35

[Flow run]
  MaxCap Viol Count ........................ 0
  Tool warning count ........................ 36

[Worst setup path]
  Startpoint type of the worst setup path ........................ input port
  Type of destination of the critical path ........................ output pin
  Critical Setup Path Class ........................ input port to output pin
  Arrival time reported for the critical path endpoint ........................ 3.28 ns
  Data required time at the worst endpoint ........................ 3.52 ns
  Crit Path Max Fanout ........................ 4

[Place]
  Final Wtd Congestion ........................ 0.901
  HPWL Detailed ........................ 1830 um
  Pre-CTS setup slack ........................ 0.0968 ns
  Number of input and output port buffers inserted ........................ 19

[Drt]
  Drt initial violations ........................ 66
  Remaining DRCs ........................ 0
  DRT antenna net count ........................ 0
  Vias/cell ........................ 4.61
  Total number of vias ........................ 789
  Total wire length after detailed routing ........................ 2130 um
  Average wire per standard cell ........................ 12.5 um
  TritonRoute pass-1 iters ........................ 4
  Number of antenna cells inserted ........................ 0

[Layout]
  Final cell utilization of the core ........................ 0.298
  Post-synthesis to final-layout area growth ........................ 37.0%
  Fraction of final layout cells sized beyond drive strength 1 ........................ 0.120
  Fill cell instance count of the final layout ........................ 382
  Total area of sequential cells ........................ 0 um^2
  Combinational cell area excluding buffers and inverters ........................ 657 um^2
  Clock buffer instance count of the final layout ........................ 0
  Flip-flop and latch count ........................ 0

[Die]
  Row count ........................ 21
  Fp_density ........................ 0.218
  Core Box Area ........................ 0.00342 mm^2
  Width of the die ........................ 80 um
  Area of the die ........................ 0.00640 mm^2
  Height of the chip ........................ 80 um
  Io pins ........................ 19

[CTS]
  CTS Hold Buffers Added ........................ 0

[Run status]
  Run status ........................ finished, final reports clean

[GRT]
  Maximum number of pins on one net before global-route repair ........................ 21
  Initial antenna violation count ........................ 0
  First-pass GRT wire length ........................ 3640 um
  Via count of the first global-routing pass ........................ 804
  GR Overflow Total ........................ 0
  Total routing usage reported by global routing ........................ 0.0672

----------------------------------------------------
-- worst max-delay path by stage --
| stage | end | slack (ns) | startpoint | cells past startpoint |
|---|---|---|---|---|
| CTS | c[2] | 0.10 | b[0] | 10 |
| global route | c[3] | 0.06 | b[1] | 8 |
| finish | c[3] | 0.24 | b[1] | 8 |
-- layout make-up --
cell class,instances,area share
multi-input cells,87,0.645
well taps,46,0.0565
repair buffers,29,0.265
inverters,9,0.0332
-- metrics by stage --
step / instances / power [W] / instance area [um^2] / hold WS [ns]
2_1_floorplan: 104 / 0.0000679 / 743 / 1.87
3_3_place_gp: 171 / 0.000117 / 1010 / 2.85
3_5_place_dp: 171 / 0.000116 / 1010 / 2.86
4_1_cts: 171 / 0.000117 / 1010 / 2.86
5_1_grt: 171 / 0.000131 / 1020 / 2.66
6_report: 171 / 0.000116 / 1020 / 2.62
-- report_power, final --
part / leakage, nW / switching (W) / total [W] / internal [W]
logic: 0.440 / 0.0000526 / 0.000116 / 0.0000631
clock network: 0 / 0 / 0 / 0
registers: 0 / 0 / 0 / 0
total: 0.440 / 0.0000526 / 0.000116 / 0.0000631
-- kinds of logic after synthesis --
family | count (synthesis) | share of synthesized area
XOR/XNOR | 8 | 0.0943
AND/OR/NAND/NOR | 32 | 0.212
adder cells (fa/ha/maj) | 12 | 0.222
AND-OR/OR-AND | 31 | 0.291
multiplexers | 4 | 0.0606
buffers and inverters | 17 | 0.120
-- metal layers --
metal / GRT usage / part of all wire / vias to the layer above / wire length, um
met3: 0.0148 / 0.058 / 2 / 124
met1: 0.0858 / 0.47 / 357 / 1000
met2: 0.116 / 0.47 / 17 / 993
met5: 0 / 0 / - / 0
met4: 0.00528 / 0.0066 / 0 / 14
li1: - / - / 413 / -
-- cells in the final DEF (no fill, tap or decap), types with 2 or more instances in the layout --
master                            instances
sky130_fd_sc_hd__a211oi_1                 3
sky130_fd_sc_hd__o21ai_0                  5
sky130_fd_sc_hd__xnor2_1                  5
sky130_fd_sc_hd__clkdlybuf4s50_1         17
sky130_fd_sc_hd__dlymetal6s2s_1           2
sky130_fd_sc_hd__nand2_1                  8
sky130_fd_sc_hd__xor2_1                   3
sky130_fd_sc_hd__nor3_1                   6
sky130_fd_sc_hd__ha_1                    10
sky130_fd_sc_hd__o2111ai_1                2
sky130_fd_sc_hd__nor2_1                  10
sky130_fd_sc_hd__buf_4                   10
sky130_fd_sc_hd__nand2b_1                 2
sky130_fd_sc_hd__a21oi_1                  7
sky130_fd_sc_hd__nor3b_1                  2
sky130_fd_sc_hd__mux2i_1                  3
sky130_fd_sc_hd__a21o_1                   2
sky130_fd_sc_hd__inv_1                    9
sky130_fd_sc_hd__a22oi_1                  2
-- worst max-delay path: stages --
cell                              delay (ns)
sky130_fd_sc_hd__clkdlybuf4s50_1        0.53
sky130_fd_sc_hd__inv_1                  0.13
sky130_fd_sc_hd__ha_1                   0.33
sky130_fd_sc_hd__o21ai_0                0.12
sky130_fd_sc_hd__a21oi_1                0.28
sky130_fd_sc_hd__mux2_4                 0.33
sky130_fd_sc_hd__a22oi_1                0.18
sky130_fd_sc_hd__clkdlybuf4s50_1        0.51
-- timing repair --
| item | 4_1_cts | 5_1_grt |
|---|---|---|
| endpoints found under the setup margin | 0 | 6 |
| setup buffers | 0 | 0 |
| resized | 0 | 4 |
Power and IR drop assume default switching activity.
